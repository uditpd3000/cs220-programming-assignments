<file path="./config.mk">
export PLATFORM = sky130hd
export DESIGN_NAME = eight_bit_comparator
export DESIGN_NICKNAME = eight_bit_comparator
export VERILOG_FILES = /design/flow/design.v
export SDC_FILE = /design/flow/constraint.sdc
export NUM_CORES = 4
export LEC_CHECK = 1
export CORE_AREA = 10 10 70 70
export DIE_AREA = 0 0 80 80
</file>
<file path="./constraint.sdc">
current_design eight_bit_comparator

set clk_period 3.2
set clk_io_pct 0.2

create_clock -name clk0 -period $clk_period

set non_clock_inputs [all_inputs -no_clocks]
set_input_delay [expr $clk_period * $clk_io_pct] -clock clk0 $non_clock_inputs
set_output_delay [expr $clk_period * $clk_io_pct] -clock clk0 [all_outputs]
</file>
<file path="./design.v">
module one_bit_comaparator (a,b,prev_greater,prev_equal,prev_smaller,greater,equal,smaller);
input a,b,prev_greater,prev_equal,prev_smaller;
output reg greater,equal,smaller;
always @(a or b or prev_greater or prev_smaller or prev_equal) begin
    greater = prev_greater | (prev_equal & (a & ~b));
    smaller = prev_smaller | (prev_equal & (~a & b));
    equal = prev_equal & (~(a ^ b));
end
endmodule
module eight_bit_comparator (
     a,b,greater,equal,smaller
);
input [7:0] a,b;
output wire greater,equal,smaller;
wire [7:0] greaters,equals,smallers;
 assign equals[0] = 1'b1;
 assign greaters[0] = 1'b0;
 assign smallers[0] = 1'b0;
one_bit_comaparator x1(a[7],b[7],greaters[0],equals[0],smallers[0],greaters[1],equals[1],smallers[1]);
one_bit_comaparator x2(a[6],b[6],greaters[1],equals[1],smallers[1],greaters[2],equals[2],smallers[2]);
one_bit_comaparator x3(a[5],b[5],greaters[2],equals[2],smallers[2],greaters[3],equals[3],smallers[3]);
one_bit_comaparator x4(a[4],b[4],greaters[3],equals[3],smallers[3],greaters[4],equals[4],smallers[4]);
one_bit_comaparator x5(a[3],b[3],greaters[4],equals[4],smallers[4],greaters[5],equals[5],smallers[5]);
one_bit_comaparator x6(a[2],b[2],greaters[5],equals[5],smallers[5],greaters[6],equals[6],smallers[6]);
one_bit_comaparator x7(a[1],b[1],greaters[6],equals[6],smallers[6],greaters[7],equals[7],smallers[7]);
one_bit_comaparator x8(a[0],b[0],greaters[7],equals[7],smallers[7],greater,equal,smaller);
endmodule
</file>
<file path="./run.sh">
#!/bin/bash
# OpenROAD 26Q1-2900-gdf79404cd8, Yosys 0.63+post, stock flow scripts
make -C /OpenROAD-flow-scripts/flow DESIGN_CONFIG=/design/flow/config.mk WORK_HOME=/design/flow/orfs finish
</file>
==> flow_metrics.env <==
# yosys + openroad results
export IMPL_p_sw_frac=0.387
export IMPL_yosysCellCount=48
export IMPL_dpl_cell_count=117
export IMPL_grt_first_pass_wirelength_mm=1.63
export IMPL_chipArea_sq_um=6400
export IMPL_hp_start="a[7]"
export IMPL_start_kind="primary input"
export IMPL_hold_buffers=0
export IMPL_fp_row_count=21
export IMPL_finalCriticalPeriod_ps=3070
export IMPL_cp_end_kind="output pin"
export IMPL_drc=0
export IMPL_wl_per_cell_um=9.03
export IMPL_slew_viol_final=0
export IMPL_max_slew_margin=0.849
export IMPL_hold_class="in2out"
export IMPL_core_sq_um=3420
export IMPL_ys_types=11
export IMPL_crit_slowest_cell="clkdlybuf4s50_1"
export IMPL_fillers=380
export IMPL_p_per_area_nw_per_um2=110
export IMPL_tightest_slew_ps=227
export IMPL_antenna_found_initial=0
export IMPL_internal_power_mw=0.0458
export IMPL_vdd_drop_max_uv=19.2
export IMPL_power_frac_comb=1.000
export IMPL_io_buffers=19
export IMPL_power_leakage_nw=0.356
export IMPL_arrival_ps=2430
export IMPL_vias_per_cell=3.24
export IMPL_path_cells="clkdlybuf4s50_1 -> inv_1 -> ha_1 -> nand3_2 -> or2_4 -> nor2_2 -> clkdlybuf4s50_1"
export IMPL_final_util=0.199
export IMPL_max_freq_mhz=326
export IMPL_detail_route_antenna_nets=0
export IMPL_antenna_cells=0
export IMPL_yosys_warnings=1
export IMPL_nClkBuffers=0
export IMPL_final_hold_viol_count=0
export IMPL_critPathKind="in2out"
export IMPL_vias=379
export IMPL_grt_pass1_vias=376
export IMPL_log_warning_count=40
export IMPL_p_sw_mw=0.0289
export IMPL_fp_dieW_um=80
export IMPL_pin_count=19
export IMPL_ys_seq_frac=0
export IMPL_synthesis_area_sq_um=367
export IMPL_seqPwrFrac=0
export IMPL_clock_power_share=0
export IMPL_routabilityCongestion=0.673
export IMPL_area_delta_synth_final_pct=85.3
export IMPL_first_pass_iters=4
export IMPL_flop_area_sq_um=0
export IMPL_crit_path_frequent_cell="clkdlybuf4s50_1"
export IMPL_status="complete, no violations"
export IMPL_fp_util=0.107
export IMPL_cts_setup_buffers=0
export IMPL_worstHoldPathCells=5
export IMPL_drive_gt1_frac=0.183
export IMPL_rsz0062_at_grt="false"
export IMPL_critPathRequiredTime_ps=2560
export IMPL_cap_violations=0
export IMPL_setup_viol=0
export IMPL_place_hpwl_um=974
export IMPL_timing_final_ws_setup_ps=129
export IMPL_drtIter0Drc=4
export IMPL_syn_inst=48
export IMPL_track_usage=0.0309
export IMPL_path_max_fanout=3
export IMPL_lay_top_cells="clkdlybuf4s50_1 (17), inv_1 (16), ha_1 (15)"
export IMPL_lay_top_count="clkdlybuf4s50_1"
export IMPL_avgSynthCellArea_sq_um=7.64
export IMPL_flops=0
export IMPL_grt_max_degree=4
export IMPL_synth_chip_area_sq_um=367
export IMPL_critPathLaunch="a[6]"
export IMPL_cp_slowest_stage_delay_ps=480
export IMPL_crit_path_end="equal"
export IMPL_layoutNonFillerInstCount=117
export IMPL_die_h_um=80
export IMPL_combGateArea_sq_um=340
export IMPL_drt_wl_total_mm=1.06
export IMPL_gr_total_overflow=0
export IMPL_fin_crit_sh=0.960
export IMPL_cp_buffers_inverters=3
export IMPL_dp_slack_ps=-87.2
export IMPL_hold_ws_ps=2110
export IMPL_critical_path_top_delay_family="buffers and inverters"
export IMPL_crit_cells=7
[synth_stat cells]
library cell	count	share of area
ha_1	16	0.55
or2_1	1	0.017
o221ai_1	2	0.048
nor2_1	1	0.010
inv_1	16	0.16
a21oi_1	4	0.055
nand2_1	2	0.020
a21o_2	2	0.048
a221oi_1	2	0.048
nand3_2	1	0.027
and2_1	1	0.017
[worst min-delay path by stage]
stage         endpoint  slack, ps
finish         greater       2110
CTS            smaller       2250
global route   greater       2160
[kinds of logic after synthesis]
group	after synthesis	share of synthesized area
and+or+nand+nor	6	0.0922
AOI/OAI and AO/OA	10	0.198
buffers and inverters	16	0.164
adders and majority gates	16	0.546
[routing by layer]
metal,part of all wire,vias to the layer above,track usage
li1,-,204,-
met1,0.45,167,0.0356
met2,0.52,8,0.0618
met3,0.030,0,0.00341
met4,0,0,0
met5,0,-,0
[metrics by stage]
stage | power (mW) | cell area [sq um] | setup TNS [ps]
after global placement | 0.0694 | 644 | -123
after global routing | 0.0847 | 679 | 0
final | 0.0747 | 679 | 0
after floorplan | 0.0276 | 367 | 0
after CTS | 0.0728 | 656 | 0
after detailed placement | 0.0704 | 644 | -155
[power by group through the flow]
stage | Clock [mW] | Combinational [mW] | Sequential (mW)
after CTS | 0 | 0.0728 | 0
after global routing | 0 | 0.0847 | 0
final | 0 | 0.0747 | 0
[layout make-up]
class                      instances  share of cell area
timing repair buffer              23               0.326
multi-input combinational         32               0.501
inverter                          16              0.0884
tap                               46              0.0847
[timing repair]
action	in CTS	in global routing
resized	3	5
gates cloned	0	0
setup endpoints to repair	2	2
hold endpoints to repair	0	0
Power is estimated from default activity; no workload was simulated.
