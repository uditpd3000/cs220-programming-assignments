File: design/flow/run.sh
#!/bin/bash
# OpenROAD 26Q1-2900-gdf79404cd8, Yosys 0.63+post, stock flow scripts
make -C /OpenROAD-flow-scripts/flow DESIGN_CONFIG=/design/flow/config.mk WORK_HOME=/design/flow/orfs finish
File: design/flow/config.mk
export PLATFORM = sky130hd
export DESIGN_NAME = lookAhead_adder
export DESIGN_NICKNAME = lookAhead_adder
export VERILOG_FILES = /design/flow/design.v
export SDC_FILE = /design/flow/constraint.sdc
export NUM_CORES = 4
export LEC_CHECK = 1
export CORE_AREA = 10 10 70 70
export DIE_AREA = 0 0 80 80
File: design/flow/constraint.sdc
current_design lookAhead_adder

set clk_period 6.1
set clk_io_pct 0.2

create_clock -name clk0 -period $clk_period

set non_clock_inputs [all_inputs -no_clocks]
set_input_delay [expr $clk_period * $clk_io_pct] -clock clk0 $non_clock_inputs
set_output_delay [expr $clk_period * $clk_io_pct] -clock clk0 [all_outputs]
File: design/flow/design.v
module lookAhead_adder(a,b,cin,cout,sum);
input [7:0]a,b;  
input cin;  
output cout;  
output [7:0]sum;  
genvar i;
wire [7:0] g,p,carries;  
assign g=a&b;
assign p=a^b;
assign carries[0]=cin;
assign carries[1]=g[0]+(p[0]&cin);
assign carries[2]=g[1]+(p[1]&(g[0]+(p[0]&cin)));
assign carries[3]=g[2]+(p[2]&(g[1]+(p[1]&(g[0]+(p[0]&cin)))));
assign carries[4]=g[3]+(p[3]&(g[2]+(p[2]&(g[1]+(p[1]&(g[0]+(p[0]&cin)))))));
assign carries[5]=g[4]+(p[4]&(g[3]+(p[3]&(g[2]+(p[2]&(g[1]+(p[1]&(g[0]+(p[0]&cin)))))))));
assign carries[6]=g[5]+(p[5]&(g[4]+(p[4]&(g[3]+(p[3]&(g[2]+(p[2]&(g[1]+(p[1]&(g[0]+(p[0]&cin)))))))))));
assign carries[7]=g[6]+(p[6]&(g[5]+(p[5]&(g[4]+(p[4]&(g[3]+(p[3]&(g[2]+(p[2]&(g[1]+(p[1]&(g[0]+(p[0]&cin)))))))))))));
assign cout=g[7]+(p[7]&(g[6]+(p[6]&(g[5]+(p[5]&(g[4]+(p[4]&(g[3]+(p[3]&(g[2]+(p[2]&(g[1]+(p[1]&(g[0]+(p[0]&cin)))))))))))))));
for (i = 0;i< 8;i=i+1 ) begin
     assign sum[i]=a[i]^b[i]^carries[i];  
end
endmodule
==> results.cfg <==
; generated from flow reports
[timing]
max_freq_ghz = 0.170
hold_viol_final = 0
slew-limit-headroom_pct = 92.4
finalMaxSlewViolations = 0
max_slew.worst_pin.slew_ns = 0.114
setup_viol_count_final = 0
fin_crit_sh_pct = 96.5
grt_setup_unrepaired = false
setup_slack_ns = 0.211
period_needed_ns = 5.89

[synthesis]
ys_cells = 18
synthesis.area_um2 = 198
postSynthSeqShare_pct = 0
yosys.stat.chipArea_um2 = 198
netlist_instances = 18
avgSynthCellArea_um2 = 11.0
ys_types = 2
yosys_warnings = 0

[worst_setup_path]
cpPeakStageDelay_ns = 0.40
cp_max_fo = 1
critical-path-top-delay-family = adder cells
critical_path_class = in2out
crit_top_cell = fa_2
worstPathRequired_ns = 4.88
startpoint_type = input port
crit_chain = dlygate4sd2_1 -> inv_2 -> fa_2 -> inv_2 -> fa_2 -> fa_2 -> fa_2 -> fa_2 -> fa_2 -> fa_2 -> inv_2 -> fa_1 -> inv_1 -> dlygate4sd2_1
crit_buf_inv = 6
critPathSlowestCell = fa_1
worst_ep_arrival_time_ns = 4.67
crit_path_end_kind = output pin

[flow_run]
drv_cap = 0
openroad.warnings = 32

[cts]
cts_setup_buffers = 0

[floorplanning]
dieArea_um2 = 6400
io_pins = 26
fp-row-count = 21
fp-utilization_pct = 5.79
die_w_um = 80
core_area_um2 = 3420
die_y_um = 80

[routing]
detail_route.vias_per_cell = 2.39
drt_iter0_drc = 0
antenna_left = 0
wire_per_inst_um = 8.57
drc = 0
first_pass_iters = 1
via_count = 215
drt_wl_total_um = 771
diodes = 0

[finish]
layout-drive-gt1-share_pct = 27.3
seq_area_um2 = 0
fillers = 384
area_delta_synth_final_pct = 167
clkbuf_count = 0
ff_count = 0

[grt]
grtUsageTotal_pct = 2.40
grt_pass1_wl_um = 1210
overflow = 0
antenna_found_initial = 0
grt_pass1_vias = 239
grt_max_degree = 2

[hold_path]
hold_end = sum[7]
hold_depth = 5
hold_path.class = in2out
min_from = b[7]

[placed_design]
io_buffers = 26
gp_congestion = 0.837
dp_slack_ns = -0.362
dp_hpwl_um = 776

[power]
p_leak_nw = 0.208
power_density_nw_per_um2 = 86.9
irDropWorstVdd_v = 0.0000312
total_power_mw = 0.0459

[status]
status = finished, final reports clean
[stage by stage]
stage / cell area (um2) / utilization [%] / TNS (ns) / hold slack, ns / instances
5_1_grt: 528 / 15.5 / 0 / 3.37 / 90
3_5_place_dp: 515 / 15.1 / -0.391 / 3.49 / 90
3_3_place_gp: 515 / 15.1 / -0.351 / 3.49 / 90
2_1_floorplan: 198 / - / 0 / 2.55 / 18
6_report: 528 / 15.5 / 0 / 3.32 / 90
4_1_cts: 528 / 15.5 / 0 / 3.33 / 90
[power by group]
group          internal, mW  switching (mW)  leakage, nW
clock network             0               0            0
registers                 0               0            0
logic                0.0327          0.0131        0.208
total                0.0327          0.0131        0.208
[synthesized netlist by cell type]
master  instances  share of area, %
fa_1            8                81
inv_1          10                19
[area by class of cell]
| type | instances | area (um2) | area share [%] |
|---|---|---|---|
| Tap cell | 46 | 57.6 | 10.9 |
| Inverter | 10 | 37.5 | 7.11 |
| Timing Repair Buffer | 26 | 255 | 48.3 |
| Multi-Input combinational cell | 8 | 178 | 33.6 |
[worst max path at each step]
| stage | startpoint | slack [ns] | cells after the start | to |
|---|---|---|---|---|
| CTS | a[0] | 0.17 | 14 | sum[7] |
| global route | a[0] | 0.03 | 14 | sum[7] |
| finish | a[0] | 0.21 | 14 | sum[7] |
[layer usage]
metal	wire length, um	track usage (%)	up-vias
met2	192	2.57	25
met3	155	1.70	0
li1	-	-	96
met4	0	0	0
met1	423	3.80	94
met5	0	0	-
[cells by family (layout without fill, tap and decap cells)]
family                     Yosys count  after routing  synth area share, %
buffers and inverters               10             36                 19.0
adders and majority gates            8              8                 81.0
[layout by cell type, fill, tap and decap left out]
master and n:
clkdlybuf4s50_1 22, fa_2 7, inv_1 5, inv_2 5, dlygate4sd2_1 4, fa_1 1
[what timing repair did]
action                     in CTS  in global routing
setup endpoints to repair       2                  0
hold buffers                    0                  0
resized                        16                  0
Power and IR drop assume default switching activity.
