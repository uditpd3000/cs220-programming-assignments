==> flow/design.v <==
module oneBit_Adder(input a, input b, input cin, input opcode, output sum, output cout);
    wire bInv=opcode?~b:b;  
      assign sum= a^bInv^cin;  
      assign cout = a&bInv | (cin & (a|bInv));  
endmodule
module eightBit_adder(a,b,cin,opcode,sum,cout,overflow);
    genvar i;
    input [7:0]a,b;  
    input cin,opcode;  
    output [7:0]sum;  
    wire [7:0]ct;  
    output cout,overflow;  
  generate
    for(i=0;i<8;i=i+1)
    begin : gen_loop
      if(i==0)begin
        oneBit_Adder s(a[i], b[i],cin,opcode,sum[i],ct[i]);  
      end
      else if (i==7) begin
        oneBit_Adder t(a[i], b[i],ct[i-1],opcode,sum[i],cout);  
        end
      else begin
        oneBit_Adder g(a[i], b[i],ct[i-1],opcode,sum[i],ct[i]);  
        end
    end
  endgenerate
    assign overflow = cout ^ ct[6];  
endmodule
==> flow/run.sh <==
#!/bin/bash
# OpenROAD 26Q1-2900-gdf79404cd8, Yosys 0.63+post, stock flow scripts
make -C /OpenROAD-flow-scripts/flow DESIGN_CONFIG=/design/flow/config.mk WORK_HOME=/design/flow/orfs finish
==> flow/config.mk <==
export PLATFORM = sky130hd
export DESIGN_NAME = eightBit_adder
export DESIGN_NICKNAME = eightBit_adder
export VERILOG_FILES = /design/flow/design.v
export SDC_FILE = /design/flow/constraint.sdc
export NUM_CORES = 4
export LEC_CHECK = 1
export CORE_AREA = 10 10 70 70
export DIE_AREA = 0 0 80 80
==> flow/constraint.sdc <==
current_design eightBit_adder

set clk_period 5.2
set clk_io_pct 0.2

create_clock -name clk0 -period $clk_period

set non_clock_inputs [all_inputs -no_clocks]
set_input_delay [expr $clk_period * $clk_io_pct] -clock clk0 $non_clock_inputs
set_output_delay [expr $clk_period * $clk_io_pct] -clock clk0 [all_outputs]
==> results_dict.tcl <==
# flow metrics
set metrics [dict create \
    status "complete, no violations" \
    yosys_area_um2 363 \
    path_cells "buf_8 > xnor2_4 > fa_2 > fa_2 > inv_2 > fa_2 > inv_2 > fa_2 > fa_2 > fa_2 > inv_2 > fa_2 > fa_2 > buf_2" \
    vias_per_cell 2.80 \
    avgSynthCellArea_um2 9.07 \
    ios 28 \
    fp-row-count 21 \
    power_frac_clock 0 \
    final-setup-viol-count 0 \
    fin_crit_ns 5.11 \
    grt_max_degree 8 \
    met3_length_um 307 \
    switchingPower_uw 30.8 \
    portBuffers 28 \
    yosys_warnings 0 \
    setup_tns_ns 0 \
    post_dp_cell_area_um2 657 \
    syn_area_um2 363 \
    grt_pass1_vias 359 \
    vdd_ir_drop_max_mv 0.0506 \
    maxSlewHeadroom 0.860 \
    warning_count 34 \
    cp-end-kind "output pin" \
    drcViolationCount 0 \
    wl_met1_um 437 \
    grt_pass1_wl_um 1620 \
    drtPass1Iterations 1 \
    ctsHoldBuffers 0 \
    die_h_um 80 \
    wl_um 1030 \
    grt_setup_unrepaired "true" \
    critical_path_arrival_ns 4.07 \
    pwr-share-seq 0 \
    holdCritStartpoint "a[7]" \
    period_used_share 0.983 \
    drive_gt1_frac 0.419 \
    dr_wl_met2_um 285 \
    top_layer "met3" \
    syn_to_final_growth_pct 90.7 \
    final_cells 108 \
    gp_congestion 0.829 \
    antenna_found_initial 0 \
    yosysUniqueCellTypes 6 \
    ys_seq_share 0 \
    combPwrFrac 1.000 \
    vias 302 \
    cap_viol_max_count 0 \
    antenna_left 0 \
    seq_area_um2 0 \
    postCtsSetupBuffers 0 \
    slowest_stage "fa_2" \
    wl_per_cell_um 9.54 \
    num-clock-buffers 0 \
    coreArea_um2 3420 \
    worstSetupPathType "in2out" \
    hold_viol 0 \
    num_antenna_cells 0 \
    dieArea_um2 6400 \
    yosys-stat-cells 40 \
    switching_share 0.334 \
    required_ns 4.16 \
    netlist_instances 40 \
    worst_pin_slew_ns 0.209 \
    die_w_um 80 \
    fmax_mhz 196 \
    p_int_uw 61.4 \
    overflow 0 \
    worstPathMaxFanout 2 \
    n_sequential_cell 0 \
    fp_util 0.106 \
    cp-start-kind "input pin" \
    whs_ns 2.84 \
    whs_path_depth 3 \
    dpl.cell_count 108 \
    finish.utilization 0.203 \
    grt_usage 0.0315 \
    min_to "sum[7]" \
    cellPowerDensity_nw_per_um2 133 \
    stdcell_area_um2 692 \
    cp_slowest_stage_delay_ns 0.42 \
    drt_iter0_drc 0 \
    hpwl_um 937 \
    critPathMostFrequentCell "fa_2" \
    slew_viol_final 0 \
    hold_path_class "in2out" \
    p_leak_uw 0.000306 \
]
## Yosys cell counts (all sizes together)
| library cell | n | area [um^2] |
|---|---|---|
| fa | 8 | 160 |
| xnor2 | 5 | 43.8 |
| buf | 9 | 71.3 |
| inv | 14 | 52.6 |
| xor2 | 4 | 35.0 |
## placed cells by master (no fill, tap or decap)
master,instances
clkdlybuf4s15_2,1
buf_2,3
inv_2,5
fa_2,8
clkdlybuf4s50_1,18
xnor2_2,1
dlygate4sd2_1,1
xnor2_4,1
clkbuf_2,1
buf_6,3
xor2_1,4
buf_8,1
xnor2_1,3
inv_1,9
dlymetal6s2s_1,1
buf_4,2
## routing by layer
metal,vias up,global-route usage
met5,-,0
met4,0,0
met3,0,0.0341
met2,28,0.0305
met1,133,0.0454
li1,141,-
## final cells by class
type	count	area, um^2
inverter	14	52.6
fill	388	2720
tap	46	57.6
multi-input combinational	17	285
timing repair buffer	31	297
## how the worst max path moves through the flow
| stage | from | endpoint |
|---|---|---|
| CTS | b[0] | sum[7] |
| global route | b[0] | sum[7] |
| finish | b[0] | sum[7] |
## repair_timing
action | 4_1_cts | 5_1_grt
resized | 43 | 5
pin swaps | 10 | 7
endpoints found under the setup margin | 5 | 4
## power groups by stage
stage | clock (uW) | combinational, uW | sequential (uW)
4_1_cts | 0 | 95.6 | 0
5_1_grt | 0 | 106 | 0
6_report | 0 | 92.2 | 0
## metrics by stage
step,setup slack [ns],power (uW)
global route,-0.00711,106
global placement,-0.714,94.0
CTS,-0.217,95.6
floorplan,0.0166,50.4
finish,0.0872,92.2
detailed placement,-0.749,95.0
## critical path: cells and delay by family
kind / cells / cell delay, ns
adders and majority gates: 8 / 2.53
buffers and inverters: 5 / 0.39
xor gates and xnor gates: 1 / 0.13
## cell families after synthesis
kind of cell | after synthesis | synth area share
xor gates and xnor gates | 9 | 0.217
buffers and inverters | 23 | 0.341
adders and majority gates | 8 | 0.441
Power and IR drop assume default switching activity.
